==> ./design.v <==
module mux2_1(InA, InB, S, Out);
	input InA;
	input InB;
	input S;
	output Out;
	wire notS;
	wire nandAS, nandBS;
	not1 N1(.in1(S), .out(notS));
	nand2 NA1(.in1(InA), .in2(S), .out(nandAS));
	nand2 NA2(.in1(InB), .in2(notS), .out(nandBS));
	nand2 NA3(.in1(nandAS), .in2(nandBS), .out(Out));
endmodule
module nand2 (in1,in2,out);
input in1,in2;
output out;
assign out = ~(in1 & in2);
endmodule
module not1 (in1,out);
input in1;
output out;
assign out = ~in1;
endmodule
module dff (q, d, clk, rst);
    output         q;
    input          d;
    input          clk;
    input          rst;
    reg            state;
    assign #(1) q = state;
    always @(posedge clk) begin
      state = rst? 0 : d;
    end
endmodule
module mux2_1_16bit(InB, InA, S, Out);
	input [15:0] InA, InB;
	input S;
	output [15:0] Out;
	mux2_1_4bit FIRST (.InB(InB[3:0]),   .InA(InA[3:0]),   .S(S), .Out(Out[3:0]));
	mux2_1_4bit SECOND(.InB(InB[7:4]),   .InA(InA[7:4]),   .S(S), .Out(Out[7:4]));
	mux2_1_4bit THIRD (.InB(InB[11:8]),  .InA(InA[11:8]),  .S(S), .Out(Out[11:8]));
	mux2_1_4bit LAST  (.InB(InB[15:12]), .InA(InA[15:12]), .S(S), .Out(Out[15:12]));
endmodule
module mux2_1_4bit(InB, InA, S, Out);
	input [3:0] InA, InB;
	input S;
	output [3:0] Out;
	mux2_1 FIRST (.InB(InB[0]), .InA(InA[0]), .S(S), .Out(Out[0]));
	mux2_1 SECOND(.InB(InB[1]), .InA(InA[1]), .S(S), .Out(Out[1]));
	mux2_1 THIRD (.InB(InB[2]), .InA(InA[2]), .S(S), .Out(Out[2]));
	mux2_1 LAST  (.InB(InB[3]), .InA(InA[3]), .S(S), .Out(Out[3]));
endmodule
module mux4_1_16bit(InD, InC, InB, InA, S, Out);
	input [15:0] InD, InC, InB, InA;
	input [1:0] S;
	output [15:0] Out;
	wire [15:0] low, high;
	mux2_1_16bit LOW (.InB(InB[15:0]), .InA(InA[15:0]), .S(S[0]), .Out(low[15:0]));
	mux2_1_16bit HIGH(.InB(InD[15:0]), .InA(InC[15:0]), .S(S[0]), .Out(high[15:0]));
	mux2_1_16bit TOP (.InB(high[15:0]), .InA(low[15:0]), .S(S[1]), .Out(Out[15:0]));
endmodule
module decode3_8(in, out);
	input [2:0] in;
	output [7:0] out;
	wire[2:0] not_in;
	assign not_in[0] = ~in[0];
	assign not_in[1] = ~in[1];
	assign not_in[2] = ~in[2];
	assign out[0] = not_in[2] & not_in[1] & not_in[0];
	assign out[1] = not_in[2] & not_in[1] & in[0];
	assign out[2] = not_in[2] & in[1] 		& not_in[0];
	assign out[3] = not_in[2] & in[1] 		& in[0];
	assign out[4] = in[2]			& not_in[1] & not_in[0];
	assign out[5] = in[2] 		& not_in[1] & in[0];
	assign out[6] = in[2]			& in[1] 		& not_in[0];
	assign out[7] = in[2] 		& in[1] 		& in[0];
endmodule
module eight_registers(clk, rst, write, writedata, read0, read1, read2, read3, read4, read5, read6, read7);
	input clk;
	input rst;
	input [7:0] write;
	input [15:0] writedata;
	output[15:0] read0, read1, read2, read3, read4, read5, read6, read7;
	reg16bit ZERO (.clk(clk), .rst(rst), .write(write[0]),  .writedata(writedata[15:0]), .readdata(read0[15:0]));
	reg16bit ONE  (.clk(clk), .rst(rst), .write(write[1]),  .writedata(writedata[15:0]), .readdata(read1[15:0]));
	reg16bit TWO  (.clk(clk), .rst(rst), .write(write[2]),  .writedata(writedata[15:0]), .readdata(read2[15:0]));
	reg16bit THREE(.clk(clk), .rst(rst), .write(write[3]),  .writedata(writedata[15:0]), .readdata(read3[15:0]));
	reg16bit FOUR (.clk(clk), .rst(rst), .write(write[4]),  .writedata(writedata[15:0]), .readdata(read4[15:0]));
	reg16bit FIVE (.clk(clk), .rst(rst), .write(write[5]),  .writedata(writedata[15:0]), .readdata(read5[15:0]));
	reg16bit SIX  (.clk(clk), .rst(rst), .write(write[6]),  .writedata(writedata[15:0]), .readdata(read6[15:0]));
	reg16bit SEVEN(.clk(clk), .rst(rst), .write(write[7]),  .writedata(writedata[15:0]), .readdata(read7[15:0]));
endmodule
module mux8_1_16bit(InH, InG, InF, InE, InD, InC, InB, InA, S, Out);
	input  [15:0] InH, InG, InF, InE, InD, InC, InB, InA;
	input  [2:0] S;
	output [15:0] Out;
	wire [15:0] low, high;
	mux4_1_16bit LOW (.InD(InD[15:0]), .InC(InC[15:0]), .InB(InB[15:0]), .InA(InA[15:0]), .S(S[1:0]), .Out(low[15:0]));
	mux4_1_16bit HIGH(.InD(InH[15:0]), .InC(InG[15:0]), .InB(InF[15:0]), .InA(InE[15:0]), .S(S[1:0]), .Out(high[15:0]));
	mux2_1_16bit TOP (.InB(high[15:0]), .InA(low[15:0]), .S(S[2]), .Out(Out[15:0]));
endmodule
module reg16bit(clk, rst, write, writedata, readdata);
	input clk;
	input rst;
	input write;
	input [15:0] writedata;
	output [15:0] readdata;
	wire rst_or_write;
	wire new_clk;
	assign rst_or_write = rst | write;
	assign new_clk = rst_or_write & ~clk;
	dff ZERO (.q(readdata[0]),  .d(writedata[0]),  .clk(new_clk), .rst(rst));
	dff ONE  (.q(readdata[1]),  .d(writedata[1]),  .clk(new_clk), .rst(rst));
	dff TWO  (.q(readdata[2]),  .d(writedata[2]),  .clk(new_clk), .rst(rst));
	dff THREE(.q(readdata[3]),  .d(writedata[3]),  .clk(new_clk), .rst(rst));
	dff FOUR (.q(readdata[4]),  .d(writedata[4]),  .clk(new_clk), .rst(rst));
	dff FIVE (.q(readdata[5]),  .d(writedata[5]),  .clk(new_clk), .rst(rst));
	dff SIX  (.q(readdata[6]),  .d(writedata[6]),  .clk(new_clk), .rst(rst));
	dff SEVEN(.q(readdata[7]),  .d(writedata[7]),  .clk(new_clk), .rst(rst));
	dff EIGHT(.q(readdata[8]),  .d(writedata[8]),  .clk(new_clk), .rst(rst));
	dff NINE (.q(readdata[9]),  .d(writedata[9]),  .clk(new_clk), .rst(rst));
	dff TEN  (.q(readdata[10]), .d(writedata[10]), .clk(new_clk), .rst(rst));
	dff ELEVE(.q(readdata[11]), .d(writedata[11]), .clk(new_clk), .rst(rst));
	dff TWELV(.q(readdata[12]), .d(writedata[12]), .clk(new_clk), .rst(rst));
	dff THIRT(.q(readdata[13]), .d(writedata[13]), .clk(new_clk), .rst(rst));
	dff FOURT(.q(readdata[14]), .d(writedata[14]), .clk(new_clk), .rst(rst));
	dff FIFTE(.q(readdata[15]), .d(writedata[15]), .clk(new_clk), .rst(rst));
endmodule
module rf (read1data, read2data, err, clk, rst, read1regsel, read2regsel, writeregsel, writedata, write);
  input 			 clk;
	input 			 rst;
  input [2:0]  read1regsel;
  input [2:0]  read2regsel;
  input [2:0]  writeregsel;
  input [15:0] writedata;
  input        write;
	output [15:0] read1data;
  output [15:0] read2data;
  output        err;
	wire [15:0] read0, read1, read2, read3, read4, read5, read6, read7;
	wire [7:0] write_sel, write_logic;
	decode3_8 WRITE(.in(writeregsel[2:0]), .out(write_sel[7:0]));	
	assign write_logic[0] = write_sel[0] & write;
	assign write_logic[1] = write_sel[1] & write;
	assign write_logic[2] = write_sel[2] & write;
	assign write_logic[3] = write_sel[3] & write;
	assign write_logic[4] = write_sel[4] & write;
	assign write_logic[5] = write_sel[5] & write;
	assign write_logic[6] = write_sel[6] & write;
	assign write_logic[7] = write_sel[7] & write;
	eight_registers REGS(	.clk(clk), .rst(rst), .write(write_logic[7:0]), .writedata(writedata[15:0]),
												.read0(read0), .read1(read1), .read2(read2), .read3(read3), .read4(read4), .read5(read5), .read6(read6), .read7(read7));	
	mux8_1_16bit READ1(.InH(read7), .InG(read6), .InF(read5), .InE(read4), .InD(read3), .InC(read2), .InB(read1), .InA(read0), .S(read1regsel[2:0]), .Out(read1data[15:0]));
	mux8_1_16bit READ2(.InH(read7), .InG(read6), .InF(read5), .InE(read4), .InD(read3), .InC(read2), .InB(read1), .InA(read0), .S(read2regsel[2:0]), .Out(read2data[15:0]));
	assign err = 0;
endmodule
module rf_bypass (
           read1data, read2data, err,
           clk, rst, read1regsel, read2regsel, writeregsel, writedata, write
           );
  input clk, rst;
  input [2:0] read1regsel;
  input [2:0] read2regsel;
  input [2:0] writeregsel;
  input [15:0] writedata;
  input        write;
  output [15:0] read1data;
  output [15:0] read2data;
  output        err;
	wire [15:0] read1datainit, read2datainit;
	assign read1data = write && (read1regsel == writeregsel) ? writedata : read1datainit;
	assign read2data = write && (read2regsel == writeregsel) ? writedata : read2datainit;
	rf REG(.read1data(read1datainit), .read2data(read2datainit), .err(err), .clk(clk), .rst(rst), .read1regsel(read1regsel), .read2regsel(read2regsel), .writeregsel(writeregsel), .writedata(writedata), .write(write));
endmodule
==> ./run.sh <==
#!/bin/bash
# OpenROAD 26Q1-2900-gdf79404cd8, Yosys 0.63+post, stock flow scripts
make -C /OpenROAD-flow-scripts/flow DESIGN_CONFIG=/design/flow/config.mk WORK_HOME=/design/flow/orfs finish
==> ./config.mk <==
export PLATFORM = sky130hd
export DESIGN_NAME = rf_bypass
export DESIGN_NICKNAME = rf_bypass
export VERILOG_FILES = /design/flow/design.v
export SDC_FILE = /design/flow/constraint.sdc
export NUM_CORES = 4
export LEC_CHECK = 1
export CORE_UTILIZATION = 50
==> ./constraint.sdc <==
current_design rf_bypass

set clk_period 5.4
set clk_io_pct 0.2

create_clock -name clk0 -period $clk_period

set non_clock_inputs [all_inputs -no_clocks]
set_input_delay [expr $clk_period * $clk_io_pct] -clock clk0 $non_clock_inputs
set_output_delay [expr $clk_period * $clk_io_pct] -clock clk0 [all_outputs]
==> Changelog: implementation <==
### Changed

- Initial antenna violation count: 0
- FP Rows: 37
- Max-cap violations: 0
- Vias per inst: 5.89
- CP required: 4.32 ns
- Post-CTS Resized: 0
- Routability cong.: 0.802
- Fillers: between 800 and 900
- Placed Cells: between 500 and 600
- Iteration count of the initial detailed-routing pass: 4
- First-pass GRT wire length: roughly 17 mm
- Synth Warn #: 1
- Crit path capture type: primary output
- Pwr Density: 57.2 nW/um2
- Ys cells: 331
- Synth flops: 128
- Post-Place Worst Slack: 0.865 ns
- Kind of critical path: primary input to primary output
- Maximum VDD drop: 0.0455 mV
- Cell area after synthesis: 5480 um2
- Port-buffer cells: 60
- Inserted Diodes: 0
- Final period utilization: 0.833
- Grt ovf: 0
- Tool warning count: 33
- Detailed Place HPWL: 7.50 mm
- Vert. Die Dim: 107 um
- Layout cell share with drive strength beyond 1: 0.240
- Synth unique cells: 17
- YS chip area: roughly 5500 um2
- Tmin final: 4.50 ns
- RSZ-0062 raised after global routing: no
- DRT iter0 DRCs: a little under 80
- Crit path launch: read1regsel[1]
- Final hold vios: 0
- Vias in the first global route: 3147
- Fin. max-slew vios: 0
- Crit Path Max Fanout: 32
- DRC Markers: 0
- FMAX: between 0.2 and 0.25 GHz
- Endpoints left unconstrained: 128
- Post-CTS setup buffers: 0
- Leakage: 2.64 nW
- Post-DR wirelength/cell: 21.9 um
- GRT Overall Usage: 0.219
- Final setup viols: 0
- WP data arrival: 3.42 ns
- Register pins left without a clock: 128
- Slew @ Worst Pin: 0.575 ns
- Mapped Avg Cell Area: 16.5 um2
- Setup_tns: 0 ns
- Vias: 3034
- Total Power: 0.355 mW
- Core box area: 10500 um2
- DRT antenna net count: 0
- Largest net degree at the start of global routing: 34
- Post-Synthesis Cells: 331
- IO Pins: just over 60
- WHS Path Cells: 3
- Critical path startpoint category: primary input
- Worst hold path class: primary input to primary output
- Outcome: completed
- Drt total wl: 11.3 mm
- Post-cts hold buffer count: 0
- Critical Path Sink: read1data[8]
- Worst slew margin: 0.615
- Die Span X: approximately 110 um
- Core Util at FP: 0.524
- Final worst slack: 0.903 ns
- Synth-to-layout area growth: 13.5%
- Non-filler cells in the finished layout: 515
- Post-synthesis sequential area ratio: 0.468
- Final Util: 0.594
- Chip area: ~11000 um2
## power breakdown
part | total, mW | internal (mW) | switching [mW] | leakage (nW)
registers | 0.0851 | 0.0781 | 0.00698 | 1.07
logic | 0.270 | 0.161 | 0.110 | 1.57
clock network | 0 | 0 | 0 | 0
total | 0.355 | 0.239 | 0.117 | 2.64
## worst max-delay path, cell delays in order
cell and delay (ns):
clkdlybuf4s50_1 0.53, buf_4 0.41, mux4_1 0.37, mux2_2 0.29, mux2_2 0.28, clkdlybuf4s50_1 0.42
## worst min path at each step
stage,from,end,slack [ns]
5_1_grt,writedata[0],read1data[0],3.27
4_1_cts,writedata[1],read2data[1],3.25
6_report,writedata[1],read2data[1],3.24
## cell type report
class                   instances  area [um2]  share of cell area
multi-input cells             173        2730               0.440
flip-flops and latches        128        2560               0.412
repair buffers                 78         751               0.121
well taps                     136         170              0.0274
## metal layers
metal  vias up  track usage  share of wire
met5         -            0              0
met3         2       0.0353          0.045
met1      1535        0.325           0.42
li1       1411            -              -
met2        86        0.387           0.53
met4         0      0.00294         0.0016
## Yosys cell counts (all sizes together)
master | instances | area, um2
nor2 | 9 | 33.8
xnor2 | 6 | 52.6
a31oi | 4 | 25.0
clkbuf | 14 | 52.6
nor2b | 19 | 119
dfxtp | 128 | 2560
conb | 1 | 3.75
buf | 16 | 149
nand4 | 2 | 12.5
a21oi | 3 | 15.0
mux4 | 64 | 1680
a41oi | 1 | 8.76
mux2 | 64 | 762
## cell usage in the layout (no fill, tap or decap), drive strengths merged
cell	n
dfxtp	128
mux4	64
mux2	64
clkdlybuf4s50	58
buf	20
nor2b	19
nor2	9
xnor2	6
a31oi	4
a21oi	3
nand4	2
a41oi	1
conb	1
## metrics by stage
| step | hold WS, ns | instance area [um2] |
|---|---|---|
| after floorplan | 2.26 | 5480 |
| after global placement | 3.24 | 6210 |
| after detailed placement | 3.24 | 6210 |
| after CTS | 3.25 | 6210 |
| after global routing | 3.27 | 6210 |
| final | 3.24 | 6210 |
## cell families after synthesis
kind of cell,after synthesis,share of synthesized area
multiplexers,128,0.446
flip-flops,128,0.468
AND/OR/NAND/NOR,30,0.0301
buffers and inverters,30,0.0368
AND-OR/OR-AND,8,0.00891
XOR/XNOR,6,0.00959
other,1,0.000685
No activity file was given, so power comes from the tool's default toggle rates.
