===== ./run.sh =====
#!/bin/bash
# OpenROAD 26Q1-2900-gdf79404cd8, Yosys 0.63+post, stock flow scripts
make -C /OpenROAD-flow-scripts/flow DESIGN_CONFIG=/design/flow/config.mk WORK_HOME=/design/flow/orfs finish

===== ./config.mk =====
export PLATFORM = sky130hd
export DESIGN_NAME = fifo
export DESIGN_NICKNAME = fifo
export VERILOG_FILES = /design/flow/design.v
export SDC_FILE = /design/flow/constraint.sdc
export NUM_CORES = 4
export LEC_CHECK = 1
export CORE_UTILIZATION = 30

===== ./constraint.sdc =====
current_design fifo

set clk_period 7.2
set clk_io_pct 0.2

create_clock -name clk0 -period $clk_period [get_ports {clk}]

set non_clock_inputs [all_inputs -no_clocks]
set_input_delay [expr $clk_period * $clk_io_pct] -clock clk0 $non_clock_inputs
set_output_delay [expr $clk_period * $clk_io_pct] -clock clk0 [all_outputs]

===== ./design.v =====
module mux2_1(InA, InB, S, Out);
	input InA;
	input InB;
	input S;
	output Out;
	wire notS;
	wire nandAS, nandBS;
	not1 N1(.in1(S), .out(notS));
	nand2 NA1(.in1(InA), .in2(S), .out(nandAS));
	nand2 NA2(.in1(InB), .in2(notS), .out(nandBS));
	nand2 NA3(.in1(nandAS), .in2(nandBS), .out(Out));
endmodule
module nand2 (in1,in2,out);
input in1,in2;
output out;
assign out = ~(in1 & in2);
endmodule
module not1 (in1,out);
input in1;
output out;
assign out = ~in1;
endmodule
module dff (q, d, clk, rst);
    output         q;
    input          d;
    input          clk;
    input          rst;
    reg            state;
    assign #(1) q = state;
    always @(posedge clk) begin
      state = rst? 0 : d;
    end
endmodule
module mux2_1_16bit(InB, InA, S, Out);
	input [15:0] InA, InB;
	input S;
	output [15:0] Out;
	mux2_1_4bit FIRST (.InB(InB[3:0]),   .InA(InA[3:0]),   .S(S), .Out(Out[3:0]));
	mux2_1_4bit SECOND(.InB(InB[7:4]),   .InA(InA[7:4]),   .S(S), .Out(Out[7:4]));
	mux2_1_4bit THIRD (.InB(InB[11:8]),  .InA(InA[11:8]),  .S(S), .Out(Out[11:8]));
	mux2_1_4bit LAST  (.InB(InB[15:12]), .InA(InA[15:12]), .S(S), .Out(Out[15:12]));
endmodule
module mux2_1_4bit(InB, InA, S, Out);
	input [3:0] InA, InB;
	input S;
	output [3:0] Out;
	mux2_1 FIRST (.InB(InB[0]), .InA(InA[0]), .S(S), .Out(Out[0]));
	mux2_1 SECOND(.InB(InB[1]), .InA(InA[1]), .S(S), .Out(Out[1]));
	mux2_1 THIRD (.InB(InB[2]), .InA(InA[2]), .S(S), .Out(Out[2]));
	mux2_1 LAST  (.InB(InB[3]), .InA(InA[3]), .S(S), .Out(Out[3]));
endmodule
module mux4_1_16bit(InD, InC, InB, InA, S, Out);
	input [15:0] InD, InC, InB, InA;
	input [1:0] S;
	output [15:0] Out;
	wire [15:0] low, high;
	mux2_1_16bit LOW (.InB(InB[15:0]), .InA(InA[15:0]), .S(S[0]), .Out(low[15:0]));
	mux2_1_16bit HIGH(.InB(InD[15:0]), .InA(InC[15:0]), .S(S[0]), .Out(high[15:0]));
	mux2_1_16bit TOP (.InB(high[15:0]), .InA(low[15:0]), .S(S[1]), .Out(Out[15:0]));
endmodule
module fifo(data_out, fifo_empty, fifo_full, err, data_in, data_in_valid, pop_fifo, clk, rst);
  input [63:0] data_in;
  input        data_in_valid;
  input        pop_fifo;
  input        clk;
  input        rst;
  output [63:0] data_out;
  output        fifo_empty;
  output        fifo_full;
  output        err;
	wire [2:0] state, next_state;
	fifo_reg fifo_state_reg(.state(state), .next_state(next_state), .clk(clk), .rst(rst));	
	fifo_logic fifo_state_logic(.state(state), .next_state(next_state), .fifo_empty(fifo_empty), .fifo_full(fifo_full), .err(err), .data_in_valid(data_in_valid), .pop_fifo(pop_fifo));
	fifo_entry_controller fifo_control(.clk(clk), .rst(rst), .in(data_in), .out(data_out), .pop_fifo(pop_fifo), .data_in_valid(data_in_valid), .state(state));
endmodule
module fifo_entry(in, new_data, out, clk, rst);
	input [63:0] in;
	input new_data;
	input clk;
	input rst;
	output [63:0] out;
	wire new_clk;
	assign new_clk = ~clk & new_data;
	dff bit0 (.q(out[0]),  .d(in[0]),  .clk(new_clk), .rst(rst));
	dff bit1 (.q(out[1]),  .d(in[1]),  .clk(new_clk), .rst(rst));
	dff bit2 (.q(out[2]),  .d(in[2]),  .clk(new_clk), .rst(rst));
	dff bit3 (.q(out[3]),  .d(in[3]),  .clk(new_clk), .rst(rst));
	dff bit4 (.q(out[4]),  .d(in[4]),  .clk(new_clk), .rst(rst));
	dff bit5 (.q(out[5]),  .d(in[5]),  .clk(new_clk), .rst(rst));
	dff bit6 (.q(out[6]),  .d(in[6]),  .clk(new_clk), .rst(rst));
	dff bit7 (.q(out[7]),  .d(in[7]),  .clk(new_clk), .rst(rst));
	dff bit8 (.q(out[8]),  .d(in[8]),  .clk(new_clk), .rst(rst));
	dff bit9 (.q(out[9]),  .d(in[9]),  .clk(new_clk), .rst(rst));
	dff bit10(.q(out[10]), .d(in[10]), .clk(new_clk), .rst(rst));
	dff bit11(.q(out[11]), .d(in[11]), .clk(new_clk), .rst(rst));
	dff bit12(.q(out[12]), .d(in[12]), .clk(new_clk), .rst(rst));
	dff bit13(.q(out[13]), .d(in[13]), .clk(new_clk), .rst(rst));
	dff bit14(.q(out[14]), .d(in[14]), .clk(new_clk), .rst(rst));
	dff bit15(.q(out[15]), .d(in[15]), .clk(new_clk), .rst(rst));
	dff bit16(.q(out[16]), .d(in[16]), .clk(new_clk), .rst(rst));
	dff bit17(.q(out[17]), .d(in[17]), .clk(new_clk), .rst(rst));
	dff bit18(.q(out[18]), .d(in[18]), .clk(new_clk), .rst(rst));
	dff bit19(.q(out[19]), .d(in[19]), .clk(new_clk), .rst(rst));
	dff bit20(.q(out[20]), .d(in[20]), .clk(new_clk), .rst(rst));
	dff bit21(.q(out[21]), .d(in[21]), .clk(new_clk), .rst(rst));
	dff bit22(.q(out[22]), .d(in[22]), .clk(new_clk), .rst(rst));
	dff bit23(.q(out[23]), .d(in[23]), .clk(new_clk), .rst(rst));
	dff bit24(.q(out[24]), .d(in[24]), .clk(new_clk), .rst(rst));
	dff bit25(.q(out[25]), .d(in[25]), .clk(new_clk), .rst(rst));
	dff bit26(.q(out[26]), .d(in[26]), .clk(new_clk), .rst(rst));
	dff bit27(.q(out[27]), .d(in[27]), .clk(new_clk), .rst(rst));
	dff bit28(.q(out[28]), .d(in[28]), .clk(new_clk), .rst(rst));
	dff bit29(.q(out[29]), .d(in[29]), .clk(new_clk), .rst(rst));
	dff bit30(.q(out[30]), .d(in[30]), .clk(new_clk), .rst(rst));
	dff bit31(.q(out[31]), .d(in[31]), .clk(new_clk), .rst(rst));
	dff bit32(.q(out[32]), .d(in[32]), .clk(new_clk), .rst(rst));
	dff bit33(.q(out[33]), .d(in[33]), .clk(new_clk), .rst(rst));
	dff bit34(.q(out[34]), .d(in[34]), .clk(new_clk), .rst(rst));
	dff bit35(.q(out[35]), .d(in[35]), .clk(new_clk), .rst(rst));
	dff bit36(.q(out[36]), .d(in[36]), .clk(new_clk), .rst(rst));
	dff bit37(.q(out[37]), .d(in[37]), .clk(new_clk), .rst(rst));
	dff bit38(.q(out[38]), .d(in[38]), .clk(new_clk), .rst(rst));
	dff bit39(.q(out[39]), .d(in[39]), .clk(new_clk), .rst(rst));
	dff bit40(.q(out[40]), .d(in[40]), .clk(new_clk), .rst(rst));
	dff bit41(.q(out[41]), .d(in[41]), .clk(new_clk), .rst(rst));
	dff bit42(.q(out[42]), .d(in[42]), .clk(new_clk), .rst(rst));
	dff bit43(.q(out[43]), .d(in[43]), .clk(new_clk), .rst(rst));
	dff bit44(.q(out[44]), .d(in[44]), .clk(new_clk), .rst(rst));
	dff bit45(.q(out[45]), .d(in[45]), .clk(new_clk), .rst(rst));
	dff bit46(.q(out[46]), .d(in[46]), .clk(new_clk), .rst(rst));
	dff bit47(.q(out[47]), .d(in[47]), .clk(new_clk), .rst(rst));
	dff bit48(.q(out[48]), .d(in[48]), .clk(new_clk), .rst(rst));
	dff bit49(.q(out[49]), .d(in[49]), .clk(new_clk), .rst(rst));
	dff bit50(.q(out[50]), .d(in[50]), .clk(new_clk), .rst(rst));
	dff bit51(.q(out[51]), .d(in[51]), .clk(new_clk), .rst(rst));
	dff bit52(.q(out[52]), .d(in[52]), .clk(new_clk), .rst(rst));
	dff bit53(.q(out[53]), .d(in[53]), .clk(new_clk), .rst(rst));
	dff bit54(.q(out[54]), .d(in[54]), .clk(new_clk), .rst(rst));
	dff bit55(.q(out[55]), .d(in[55]), .clk(new_clk), .rst(rst));
	dff bit56(.q(out[56]), .d(in[56]), .clk(new_clk), .rst(rst));
	dff bit57(.q(out[57]), .d(in[57]), .clk(new_clk), .rst(rst));
	dff bit58(.q(out[58]), .d(in[58]), .clk(new_clk), .rst(rst));
	dff bit59(.q(out[59]), .d(in[59]), .clk(new_clk), .rst(rst));
	dff bit60(.q(out[60]), .d(in[60]), .clk(new_clk), .rst(rst));
	dff bit61(.q(out[61]), .d(in[61]), .clk(new_clk), .rst(rst));
	dff bit62(.q(out[62]), .d(in[62]), .clk(new_clk), .rst(rst));
	dff bit63(.q(out[63]), .d(in[63]), .clk(new_clk), .rst(rst));
endmodule
module fifo_entry_controller(clk, rst, in, out, pop_fifo, data_in_valid, state);
	input clk, rst;
	input data_in_valid, pop_fifo;
	input [2:0] state;
	input [63:0] in;
	output [63:0] out;
	wire [63:0] outEntry1, outEntry2, outEntry3, outEntry4;
	wire [63:0] inEntry1, inEntry2, inEntry3, inEntry4;
	wire is_state0, is_state1, is_state2, is_state3, is_state4;
	wire in_to_entry1, in_to_entry2, in_to_entry3, in_to_entry4;
	wire emptying_entry1, emptying_entry2, emptying_entry3;
	wire entry1_write, entry2_write, entry3_write, entry4_write;
	wire [63:0] zero;
	assign zero = 64'b0000_0000_0000_0000_0000_0000_0000_0000_0000_0000_0000_0000_0000_0000_0000_0000;
	assign is_state0 = ((~state[0]) & (~state[1])) & (~state[2]);
	assign is_state1 =   state[0]  & (~state[1]);
	assign is_state2 = (~state[0]) &   state[1];
	assign is_state3 =   state[0]  &   state[1];
	assign is_state4 =   state[2];
	assign in_to_entry1 = (data_in_valid & is_state0) | ((pop_fifo & is_state1) & data_in_valid);
	assign emptying_entry1 = (is_state0 & (~data_in_valid)) | rst;
	assign in_to_entry2 = ((data_in_valid & is_state1) & (~pop_fifo)) | ((pop_fifo & is_state2) & data_in_valid);
	assign emptying_entry2 = ((is_state1 | is_state0) & (~data_in_valid)) | rst;
	assign in_to_entry3 = ((data_in_valid & is_state2) & (~pop_fifo)) | ((pop_fifo & is_state3) & data_in_valid);
	assign emptying_entry3 = ((is_state2 & (~data_in_valid)) | is_state1 | is_state0) | rst;
	assign in_to_entry4 = ((data_in_valid & is_state3) & (~pop_fifo));
	mux4_1_64bit first (.InD(zero), .InC(zero), .InB(in), .InA(outEntry2), .S({emptying_entry1,in_to_entry1}), .Out(inEntry1));
	mux4_1_64bit second(.InD(zero), .InC(zero), .InB(in), .InA(outEntry3), .S({emptying_entry2,in_to_entry2}), .Out(inEntry2));
	mux4_1_64bit third (.InD(zero), .InC(zero), .InB(in), .InA(outEntry4), .S({emptying_entry3,in_to_entry3}), .Out(inEntry3));
	mux2_1_64bit fourth(.InB(in),   .InA(zero), .S(in_to_entry4), .Out(inEntry4));
	assign entry1_write = ((data_in_valid & pop_fifo) | ((pop_fifo & (~is_state0)) | (data_in_valid & is_state0))) | rst;
	assign entry2_write = (((data_in_valid & is_state1) & (~pop_fifo)) | (pop_fifo & (~is_state0))) | rst;
	assign entry3_write = (((data_in_valid & is_state2) & (~pop_fifo)) | ((pop_fifo & (~is_state0)) & (~is_state1))) | rst;
	assign entry4_write = (((data_in_valid & is_state3) & (~pop_fifo)) | (pop_fifo & is_state4)) | rst;
	fifo_entry ENTRY1(.in(inEntry1),  .new_data(entry1_write), .out(out),       .clk(clk), .rst(rst));
	fifo_entry ENTRY2(.in(inEntry2),  .new_data(entry2_write), .out(outEntry2), .clk(clk), .rst(rst));
	fifo_entry ENTRY3(.in(inEntry3),  .new_data(entry3_write), .out(outEntry3), .clk(clk), .rst(rst));
	fifo_entry ENTRY4(.in(inEntry4),  .new_data(entry4_write), .out(outEntry4), .clk(clk), .rst(rst));
endmodule
module fifo_logic(state, next_state, fifo_empty, fifo_full, err, data_in_valid, pop_fifo);
	input [2:0] state;
	input data_in_valid, pop_fifo;
	output reg [2:0] next_state;
	output reg fifo_empty, fifo_full;
	output reg err;
	always @(*) begin
		fifo_empty <= 1'b0;
		fifo_full <= 1'b0;
		err <= 1'b0;
		casex({pop_fifo, data_in_valid, state})
			5'b0_0_000:begin
				fifo_empty <= 1'b1;
				next_state <= 3'b000;
			end
			5'b0_0_001:begin
				next_state <= 3'b001;
			end
			5'b0_0_010:
				next_state <= 3'b010;
			5'b0_0_011:
				next_state <= 3'b011;
			5'b0_0_100:begin
				fifo_full <= 1'b1;
				next_state <= 3'b100;
			end
			5'b0_1_000:begin
				fifo_empty <= 1'b1;
				next_state <= 3'b001;
			end
			5'b0_1_001:
				next_state <= 3'b010;
			5'b0_1_010:
				next_state <= 3'b011;
			5'b0_1_011:
				begin
					next_state <= 3'b100;
				end
			5'b0_1_100:  
				begin
					fifo_full <= 1'b1;
					next_state <= 3'b100;
				end
			5'b1_0_000:  
				begin
					fifo_empty <= 1'b1;
					next_state <= 3'b000;
				end
			5'b1_0_001:
				begin
					next_state <= 3'b000;
				end
			5'b1_0_010:
				next_state <= 3'b001;
			5'b1_0_011:
				next_state <= 3'b010;
			5'b1_0_100:begin
				fifo_full <= 1'b1;
				next_state <= 3'b011;
			end
			5'b1_1_000:
				begin
					next_state <= 3'b001;
					fifo_empty <= 1'b1;
				end
			5'b1_1_001:
				next_state <= 3'b001;
			5'b1_1_010:
				next_state <= 3'b010;
			5'b1_1_011:
				next_state <= 3'b011;
			5'b1_1_100:
				begin
					fifo_full <= 1'b1;
					next_state <= 3'b011;
				end
			default:
				begin
					err <= 1'b1;
					next_state <= 3'b111;
				end
		endcase
	end
endmodule
module fifo_reg(state, next_state, clk, rst);
	input [2:0] next_state;
	input clk;
	input rst;
	output [2:0] state;
	dff state_flop2(.d(next_state[2]), .q(state[2]), .clk(clk), .rst(rst));
	dff state_flop1(.d(next_state[1]), .q(state[1]), .clk(clk), .rst(rst));
	dff state_flop0(.d(next_state[0]), .q(state[0]), .clk(clk), .rst(rst));
endmodule
module mux2_1_64bit(InB, InA, S, Out);
	input [63:0] InB, InA;
	input  S;
	output [63:0] Out;
	mux2_1_16bit LOW    (.InB(InB[15:0]),  .InA(InA[15:0]),  .S(S), .Out(Out[15:0]));
	mux2_1_16bit LOWMID (.InB(InB[31:16]), .InA(InA[31:16]), .S(S), .Out(Out[31:16]));
	mux2_1_16bit HIGHMID(.InB(InB[47:32]), .InA(InA[47:32]), .S(S), .Out(Out[47:32]));
	mux2_1_16bit HIGH   (.InB(InB[63:48]), .InA(InA[63:48]), .S(S), .Out(Out[63:48]));
endmodule
module mux4_1_64bit(InD, InC, InB, InA, S, Out);
	input [63:0] InD, InC, InB, InA;
	input [1:0] S;
	output [63:0] Out;
	mux4_1_16bit LOW    (.InD(InD[15:0]),  .InC(InC[15:0]),  .InB(InB[15:0]),  .InA(InA[15:0]),  .S(S[1:0]), .Out(Out[15:0]));
	mux4_1_16bit LOWMID (.InD(InD[31:16]), .InC(InC[31:16]), .InB(InB[31:16]), .InA(InA[31:16]), .S(S[1:0]), .Out(Out[31:16]));
	mux4_1_16bit HIGHMID(.InD(InD[47:32]), .InC(InC[47:32]), .InB(InB[47:32]), .InA(InA[47:32]), .S(S[1:0]), .Out(Out[47:32]));
	mux4_1_16bit HIGH   (.InD(InD[63:48]), .InC(InC[63:48]), .InB(InB[63:48]), .InA(InA[63:48]), .S(S[1:0]), .Out(Out[63:48]));
endmodule

==> flow_summary.yaml <==
# physical design summary
layout:
  register_area_sq_um: 1340
  instances_no_fill: 429
  syn2layout_area_growth_pct: 49.4
  final_area_sq_um: 3880
  drive_above_1_share: 0.102
  final_core_util: 0.467
  area.combinational_sq_um: 656
  fillers: 789
grt:
  grt.met3_usage: 0.0580
  grt_max_degree: 38
  top_usage_layer: "met2"
  gr-total-overflow: 0
  use_met2: 0.183
  grt_pass1_vias: 1809
  grt_util_met1: 0.135
  antenna_found_initial: 0
  gr-usage-all-layers: 0.115
  grt_pass1_wl_mm: 7.90
placement:
  place_hpwl_mm: 3.48
  place_congestion: 0.820
  dp.cells: 404
  place_area_sq_um: 3520
  port_buffers: 134
sta:
  final.setup.tns_ns: 0
  rsz0062_at_grt: "no"
  hold_ws_ns: 0.584
  worst_pin_slew_ns: 0.375
  maxSlewHeadroom: 0.750
  finalSetupViolCount: 0
  finalMaxSlewViolations: 0
  hold_viol_final: 0
  fin_skew_ns: 0.302
detailed_routing:
  drt-total-wl_mm: 5.25
  drt_iter0_markers: 25
  ant_nets: 0
  dr_total_vias: 1862
  n_antenna_cell: 0
  via_per_inst: 4.34
  drtPass1Iterations: 4
  drc: 0
  wl_per_cell_um: 12.2
worst_setup_path:
  path_cells: "clkdlybuf4s50_1"
  slowest_delay_ns: 0.46
  cp-end-kind: "primary output"
  path_max_fanout: 1
  cp_data_arrival_time_ns: 5.23
  worstPathRequired_ns: 5.76
  critPathSlowestCell: "clkdlybuf4s50_1"
  critPathBufInv: 1
  cpLargestDelayFamily: "buffers and inverters"
  crit_type: "reg2out"
  cp-start-kind: "flop"
clock_tree:
  path_clk_slew_ns: 0.08
  insertion_delay_ns: 0.83
  cts_tree: "built"
  post_cts_buffers: 0
  cts_hold_buf: 0
  cts_resized: 0
yosys:
  yosys_area_sq_um: 2590
  postSynthSeqShare: 0.517
  synthCells: 245
  ys_warn_count: 2
  top_cells_by_area: "dfxtp_1 (52%), buf_4 (20%), o21a_1 (19%)"
  post-synth-top-area-fraction: 0.517
  ys_cells: 245
  synth_cell_type_count: 26
  ys_ff: 67
  largest_area_cell: "dfxtp_1"
  synth.avg_cell_area_sq_um: 10.6
  syn_area_sq_um: 2590
floorplanning:
  fp_util: 0.313
  core-area_sq_um: 8300
  ios: 135
  die_h_um: 95.0
  die-area_sq_um: 9020
  dieWidth_um: 95.0
  rows: 33
pwr:
  powerDensity_nw_per_um2: 227
  leakage_nw: 1.47
  peakVddDrop_uv: 108
hold_path:
  min_path_type: "reg2reg"
job:
  timing.max_cap.violations: 0
  warnings: 25
outcome:
  outcome: "complete, no violations"
## tightest hold or removal path: cells and delay by family (launching register included)
kind                   cells  cell delay (ns)
flip-flops                 1             0.37
buffers and inverters      1             0.09
AND-OR/OR-AND              1             0.07
## layout by cell type (no fill, tap or decap), drive strengths merged, types with 2 or more instances in the layout
cell,instances
a21oi,2
buf,4
bufinv,3
clkbuf,18
clkdlybuf4s50,134
clkinv,3
dfxtp,67
inv,5
nor2,2
nor2b,2
nor3,3
nor3b,2
o21a,64
or2,2
## metal layers
layer | share of wire | wire length (um) | vias up
li1 | - | - | 890
met4 | 0.022 | 114 | 0
met1 | 0.40 | 2110 | 853
met3 | 0.13 | 657 | 11
met2 | 0.45 | 2370 | 108
met5 | 0 | 0 | -
## final cells by class
cell class / count / area share
Tap cell: 105 / 0.0339
Multi-Input combinational cell: 89 / 0.169
Clock buffer: 18 / 0.0613
Inverter: 5 / 0.00484
Clock inverter: 7 / 0.0310
Sequential cell: 67 / 0.346
Timing Repair Buffer: 138 / 0.354
## report_power, final
group          switching (W)  internal [W]  total (W)
logic              0.0000322     0.0000825   0.000115
registers         0.00000699      0.000330   0.000337
clock network       0.000141      0.000287   0.000428
## kinds of logic after synthesis
group	count (synthesis)	share of synthesized area
compound gates	72	0.206
buf+inv	89	0.232
flops	67	0.517
simple gates	17	0.0444
## through the flow
step           total power (W)  worst slack [ns]
6_report              0.000879             0.529
3_3_place_gp          0.000505             0.646
3_5_place_dp          0.000506             0.632
5_1_grt               0.000928             0.388
4_1_cts               0.000899             0.489
2_1_floorplan         0.000449              1.21
## cells in the mapped netlist
master and instances:
a211o_1 1, nor3b_1 2, o22ai_1 1, and3_1 1
o21ai_0 1, nand2b_1 1, nand3_1 1, and2_1 1
nor4_4 1, clkbuf_1 5, a221oi_1 1, nor2b_1 2
or2_2 2, nand3b_1 1, inv_1 4, o21a_1 64
nor2_1 2, inv_2 1, a21oi_1 2, a22o_1 1
buf_4 68, buf_2 10, buf_1 1, dfxtp_1 67
a21o_1 1, nor3_1 3
## final timing paths
path	from	to	slack, ns	cells past startpoint
min	fifo_state_reg.state_flop2.state$_SDFF_PP0_	fifo_state_reg.state_flop1.state$_SDFF_PP0_	0.58	2
max reg2reg	fifo_state_reg.state_flop1.state$_SDFF_PP0_	fifo_control.ENTRY1.bit56.state$_SDFF_PP0_	2.29	4
min in group gated	fifo_state_reg.state_flop2.state$_SDFF_PP0_	clock gate	8.30	2
min reg2reg	fifo_state_reg.state_flop2.state$_SDFF_PP0_	fifo_state_reg.state_flop1.state$_SDFF_PP0_	0.58	2
max in group gated	rst	clock gate	1.26	3
max	fifo_control.ENTRY1.bit55.state$_SDFF_PP0_	data_out[55]	0.53	1
No activity file was given, so power comes from the tool's default toggle rates.
