--- flow/design.v ---
module mux2_1(InA, InB, S, Out);
	input InA;
	input InB;
	input S;
	output Out;
	wire notS;
	wire nandAS, nandBS;
	not1 N1(.in1(S), .out(notS));
	nand2 NA1(.in1(InA), .in2(S), .out(nandAS));
	nand2 NA2(.in1(InB), .in2(notS), .out(nandBS));
	nand2 NA3(.in1(nandAS), .in2(nandBS), .out(Out));
endmodule
module nand2 (in1,in2,out);
input in1,in2;
output out;
assign out = ~(in1 & in2);
endmodule
module not1 (in1,out);
input in1;
output out;
assign out = ~in1;
endmodule
module dff (q, d, clk, rst);
    output         q;
    input          d;
    input          clk;
    input          rst;
    reg            state;
    assign #(1) q = state;
    always @(posedge clk) begin
      state = rst? 0 : d;
    end
endmodule
module mux2_1_16bit(InB, InA, S, Out);
	input [15:0] InA, InB;
	input S;
	output [15:0] Out;
	mux2_1_4bit FIRST (.InB(InB[3:0]),   .InA(InA[3:0]),   .S(S), .Out(Out[3:0]));
	mux2_1_4bit SECOND(.InB(InB[7:4]),   .InA(InA[7:4]),   .S(S), .Out(Out[7:4]));
	mux2_1_4bit THIRD (.InB(InB[11:8]),  .InA(InA[11:8]),  .S(S), .Out(Out[11:8]));
	mux2_1_4bit LAST  (.InB(InB[15:12]), .InA(InA[15:12]), .S(S), .Out(Out[15:12]));
endmodule
module mux2_1_4bit(InB, InA, S, Out);
	input [3:0] InA, InB;
	input S;
	output [3:0] Out;
	mux2_1 FIRST (.InB(InB[0]), .InA(InA[0]), .S(S), .Out(Out[0]));
	mux2_1 SECOND(.InB(InB[1]), .InA(InA[1]), .S(S), .Out(Out[1]));
	mux2_1 THIRD (.InB(InB[2]), .InA(InA[2]), .S(S), .Out(Out[2]));
	mux2_1 LAST  (.InB(InB[3]), .InA(InA[3]), .S(S), .Out(Out[3]));
endmodule
module mux4_1_16bit(InD, InC, InB, InA, S, Out);
	input [15:0] InD, InC, InB, InA;
	input [1:0] S;
	output [15:0] Out;
	wire [15:0] low, high;
	mux2_1_16bit LOW (.InB(InB[15:0]), .InA(InA[15:0]), .S(S[0]), .Out(low[15:0]));
	mux2_1_16bit HIGH(.InB(InD[15:0]), .InA(InC[15:0]), .S(S[0]), .Out(high[15:0]));
	mux2_1_16bit TOP (.InB(high[15:0]), .InA(low[15:0]), .S(S[1]), .Out(Out[15:0]));
endmodule
module decode3_8(in, out);
	input [2:0] in;
	output [7:0] out;
	wire[2:0] not_in;
	assign not_in[0] = ~in[0];
	assign not_in[1] = ~in[1];
	assign not_in[2] = ~in[2];
	assign out[0] = not_in[2] & not_in[1] & not_in[0];
	assign out[1] = not_in[2] & not_in[1] & in[0];
	assign out[2] = not_in[2] & in[1] 		& not_in[0];
	assign out[3] = not_in[2] & in[1] 		& in[0];
	assign out[4] = in[2]			& not_in[1] & not_in[0];
	assign out[5] = in[2] 		& not_in[1] & in[0];
	assign out[6] = in[2]			& in[1] 		& not_in[0];
	assign out[7] = in[2] 		& in[1] 		& in[0];
endmodule
module eight_registers(clk, rst, write, writedata, read0, read1, read2, read3, read4, read5, read6, read7);
	input clk;
	input rst;
	input [7:0] write;
	input [15:0] writedata;
	output[15:0] read0, read1, read2, read3, read4, read5, read6, read7;
	reg16bit ZERO (.clk(clk), .rst(rst), .write(write[0]),  .writedata(writedata[15:0]), .readdata(read0[15:0]));
	reg16bit ONE  (.clk(clk), .rst(rst), .write(write[1]),  .writedata(writedata[15:0]), .readdata(read1[15:0]));
	reg16bit TWO  (.clk(clk), .rst(rst), .write(write[2]),  .writedata(writedata[15:0]), .readdata(read2[15:0]));
	reg16bit THREE(.clk(clk), .rst(rst), .write(write[3]),  .writedata(writedata[15:0]), .readdata(read3[15:0]));
	reg16bit FOUR (.clk(clk), .rst(rst), .write(write[4]),  .writedata(writedata[15:0]), .readdata(read4[15:0]));
	reg16bit FIVE (.clk(clk), .rst(rst), .write(write[5]),  .writedata(writedata[15:0]), .readdata(read5[15:0]));
	reg16bit SIX  (.clk(clk), .rst(rst), .write(write[6]),  .writedata(writedata[15:0]), .readdata(read6[15:0]));
	reg16bit SEVEN(.clk(clk), .rst(rst), .write(write[7]),  .writedata(writedata[15:0]), .readdata(read7[15:0]));
endmodule
module mux8_1_16bit(InH, InG, InF, InE, InD, InC, InB, InA, S, Out);
	input  [15:0] InH, InG, InF, InE, InD, InC, InB, InA;
	input  [2:0] S;
	output [15:0] Out;
	wire [15:0] low, high;
	mux4_1_16bit LOW (.InD(InD[15:0]), .InC(InC[15:0]), .InB(InB[15:0]), .InA(InA[15:0]), .S(S[1:0]), .Out(low[15:0]));
	mux4_1_16bit HIGH(.InD(InH[15:0]), .InC(InG[15:0]), .InB(InF[15:0]), .InA(InE[15:0]), .S(S[1:0]), .Out(high[15:0]));
	mux2_1_16bit TOP (.InB(high[15:0]), .InA(low[15:0]), .S(S[2]), .Out(Out[15:0]));
endmodule
module reg16bit(clk, rst, write, writedata, readdata);
	input clk;
	input rst;
	input write;
	input [15:0] writedata;
	output [15:0] readdata;
	wire rst_or_write;
	wire new_clk;
	assign rst_or_write = rst | write;
	assign new_clk = rst_or_write & ~clk;
	dff ZERO (.q(readdata[0]),  .d(writedata[0]),  .clk(new_clk), .rst(rst));
	dff ONE  (.q(readdata[1]),  .d(writedata[1]),  .clk(new_clk), .rst(rst));
	dff TWO  (.q(readdata[2]),  .d(writedata[2]),  .clk(new_clk), .rst(rst));
	dff THREE(.q(readdata[3]),  .d(writedata[3]),  .clk(new_clk), .rst(rst));
	dff FOUR (.q(readdata[4]),  .d(writedata[4]),  .clk(new_clk), .rst(rst));
	dff FIVE (.q(readdata[5]),  .d(writedata[5]),  .clk(new_clk), .rst(rst));
	dff SIX  (.q(readdata[6]),  .d(writedata[6]),  .clk(new_clk), .rst(rst));
	dff SEVEN(.q(readdata[7]),  .d(writedata[7]),  .clk(new_clk), .rst(rst));
	dff EIGHT(.q(readdata[8]),  .d(writedata[8]),  .clk(new_clk), .rst(rst));
	dff NINE (.q(readdata[9]),  .d(writedata[9]),  .clk(new_clk), .rst(rst));
	dff TEN  (.q(readdata[10]), .d(writedata[10]), .clk(new_clk), .rst(rst));
	dff ELEVE(.q(readdata[11]), .d(writedata[11]), .clk(new_clk), .rst(rst));
	dff TWELV(.q(readdata[12]), .d(writedata[12]), .clk(new_clk), .rst(rst));
	dff THIRT(.q(readdata[13]), .d(writedata[13]), .clk(new_clk), .rst(rst));
	dff FOURT(.q(readdata[14]), .d(writedata[14]), .clk(new_clk), .rst(rst));
	dff FIFTE(.q(readdata[15]), .d(writedata[15]), .clk(new_clk), .rst(rst));
endmodule
module rf (read1data, read2data, err, clk, rst, read1regsel, read2regsel, writeregsel, writedata, write);
  input 			 clk;
	input 			 rst;
  input [2:0]  read1regsel;
  input [2:0]  read2regsel;
  input [2:0]  writeregsel;
  input [15:0] writedata;
  input        write;
	output [15:0] read1data;
  output [15:0] read2data;
  output        err;
	wire [15:0] read0, read1, read2, read3, read4, read5, read6, read7;
	wire [7:0] write_sel, write_logic;
	decode3_8 WRITE(.in(writeregsel[2:0]), .out(write_sel[7:0]));	
	assign write_logic[0] = write_sel[0] & write;
	assign write_logic[1] = write_sel[1] & write;
	assign write_logic[2] = write_sel[2] & write;
	assign write_logic[3] = write_sel[3] & write;
	assign write_logic[4] = write_sel[4] & write;
	assign write_logic[5] = write_sel[5] & write;
	assign write_logic[6] = write_sel[6] & write;
	assign write_logic[7] = write_sel[7] & write;
	eight_registers REGS(	.clk(clk), .rst(rst), .write(write_logic[7:0]), .writedata(writedata[15:0]),
												.read0(read0), .read1(read1), .read2(read2), .read3(read3), .read4(read4), .read5(read5), .read6(read6), .read7(read7));	
	mux8_1_16bit READ1(.InH(read7), .InG(read6), .InF(read5), .InE(read4), .InD(read3), .InC(read2), .InB(read1), .InA(read0), .S(read1regsel[2:0]), .Out(read1data[15:0]));
	mux8_1_16bit READ2(.InH(read7), .InG(read6), .InF(read5), .InE(read4), .InD(read3), .InC(read2), .InB(read1), .InA(read0), .S(read2regsel[2:0]), .Out(read2data[15:0]));
	assign err = 0;
endmodule
module instr_decode(instruction, writeData, RegWrite, RegDst, clk, rst, pc,
                    jumpAddr, read1data, read2data, immediate, err, five_bit_imm,
                    ZeroExtend, MemWrite);
  input [15:0] instruction;  
  input RegWrite;            
  input RegDst;              
  input [15:0] writeData;    
  input clk, rst;
  input [15:0] pc;            
  input five_bit_imm;
  input ZeroExtend;
  input MemWrite;
  output err;
  output [15:0] jumpAddr;    
  output [15:0] read1data;
  output [15:0] read2data;
  output [15:0] immediate;
  wire [15:0] imm1, imm2, temp_immediate, zero_imm1, zero_imm2, temp_zero_imm;
  wire [2:0] write_reg, write_reg_temp;
  wire [2:0] read1reg, read2reg, write1_reg;
  wire [1:0] sll;            
  wire toShift;              
  wire [15:0] read1data_temp, read2data_temp;
  wire [2:0] stuReg, write_regtemp, write_regtemp2;
  wire isSTU;
  wire jal, jalr, jal_or_jalr;
  wire [15:0]writeData1;
  assign read2reg = instruction[7:5];
  assign read1reg = instruction[10:8];
  assign write1_reg = instruction[4:2];
  assign sll = 2'b01;
  assign toShift = 1'b1;
  assign isSTU = instruction[15] & (~instruction[14]) & (~instruction[13]) & instruction[12] & instruction[11]; 
  assign stuReg = read1reg;
  assign jal = (~instruction[15]) & (~instruction[14]) & instruction[13] & instruction[12] & (~instruction[11]);
  assign jalr = (~instruction[15]) & (~instruction[14]) & instruction[13] & instruction[12] & (instruction[11]);
  assign jal_or_jalr = jal | jalr;
  assign write_reg_temp = (RegDst == 1'b0) ? read1reg : write1_reg;
  assign write_regtemp = (five_bit_imm) ? read2reg : write_reg_temp;
  assign write_regtemp2 = (isSTU) ? stuReg : write_regtemp;
  assign write_reg = (jal_or_jalr) ? 3'b111 : write_regtemp2;  
  assign writeData1 = (jal_or_jalr) ? pc : writeData;
  rf REGS( 
          .read1data(read1data_temp), .read2data(read2data_temp), .err(err),
          .clk(clk), .rst(rst), .read1regsel(read2reg), .read2regsel(read1reg), 
          .writeregsel(write_reg), .writedata(writeData1), .write(RegWrite));
  mux2_1_16bit MEM1(.InB(read2data_temp), .InA(read1data_temp), .S(MemWrite), .Out(read1data));
  mux2_1_16bit MEM2(.InB(read1data_temp), .InA(read2data_temp), .S(MemWrite), .Out(read2data));
  wire jr;
  wire [15:0] jumpAddr1, jumpAddr2;
  sign_extend11bit SJUMP(.in(instruction[10:0]), .out(jumpAddr1));
  sign_extend8bit SJUMP8(.in(instruction[7:0]), .out(jumpAddr2));
  assign jr = (~instruction[15]) & (~instruction[14]) & instruction[13] & (~instruction[12]) & instruction[11];
  mux2_1_16bit JADDR(.InB(jumpAddr2), .InA(jumpAddr1), .S(jr|jalr), .Out(jumpAddr));
  sign_extend8bit EXT8 (.in(instruction[7:0]), .out(imm1));
  sign_extend5bit EXT5   (.in(instruction[4:0]), .out(imm2));
  zero_extend8bit Z8EXT(.in(instruction[7:0]), .out(zero_imm1));
  zero_extend5bit Z5EXT(.in(instruction[4:0]), .out(zero_imm2));
  mux2_1_16bit  IMM(.InB(imm2), .InA(imm1), .S(five_bit_imm), .Out(temp_immediate));
  mux2_1_16bit Z5IM(.InB(zero_imm2), .InA(zero_imm1), .S(five_bit_imm), .Out(temp_zero_imm));
  mux2_1_16bit ZIMM(.InB(temp_zero_imm), .InA(temp_immediate), .S(ZeroExtend), .Out(immediate));
endmodule
module sign_extend11bit(in, out);
  input [10:0] in;
  output [15:0] out;
  assign out = {{5{in[10]}},in};
endmodule
module sign_extend5bit(in, out);
  input [4:0] in;
  output [15:0] out;
  assign out = {{11{in[4]}},in};
endmodule
module sign_extend8bit(in, out);
  input [7:0] in;
  output [15:0] out;
  assign out = {{8{in[7]}},in};
endmodule
module zero_extend5bit(in, out);
  input [4:0] in;
  output [15:0] out;
  wire zero;
  assign zero = 1'b0;
  assign out = {{11{zero}},in};
endmodule
module zero_extend8bit(in, out);
  input [7:0] in;
  output [15:0] out;
  wire zero;
  assign zero = 1'b0;
  assign out = {{8{zero}},in};
endmodule
--- flow/run.sh ---
#!/bin/bash
# OpenROAD 26Q1-2900-gdf79404cd8, Yosys 0.63+post, stock flow scripts
make -C /OpenROAD-flow-scripts/flow DESIGN_CONFIG=/design/flow/config.mk WORK_HOME=/design/flow/orfs finish
--- flow/config.mk ---
export PLATFORM = sky130hd
export DESIGN_NAME = instr_decode
export DESIGN_NICKNAME = instr_decode
export VERILOG_FILES = /design/flow/design.v
export SDC_FILE = /design/flow/constraint.sdc
export NUM_CORES = 4
export LEC_CHECK = 1
export CORE_UTILIZATION = 50
--- flow/constraint.sdc ---
current_design instr_decode

set clk_period 2.7
set clk_io_pct 0.2

create_clock -name clk0 -period $clk_period

set non_clock_inputs [all_inputs -no_clocks]
set_input_delay [expr $clk_period * $clk_io_pct] -clock clk0 $non_clock_inputs
set_output_delay [expr $clk_period * $clk_io_pct] -clock clk0 [all_outputs]
==> results.sh <==
# source this file to load flow results
export IMPL_port_buffers=113
export IMPL_syn_mean_instance_area_um2=12.7
export IMPL_grt_total_usage=0.230
export IMPL_first_global_vias=3799
export IMPL_worst_slew_pin_slew_ns=0.816
export IMPL_die_x_um=110
export IMPL_top_usage_layer="met2"
export IMPL_holdPathStages=0
export IMPL_power_static_leakage_nw=2.89
export IMPL_ir_drop_uv=103
export IMPL_met3_usage=0.0369
export IMPL_grt_start_max_net_pins=37
export IMPL_drt_total_wl_um=13500
export IMPL_finalHoldViolCount=0
export IMPL_max_clock_freq_mhz=379
export IMPL_core_area_um2=11400
export IMPL_worst_setup_path_type="input port to output pin"
export IMPL_finalClockPeriodUsage=0.976
export IMPL_finalMaxSlewViolations=0
export IMPL_post_place_cells=639
export IMPL_end_kind="output pin"
export IMPL_ioPinCount=120
export IMPL_cpMaxStageDelayCell="mux4_2"
export IMPL_drt_initial_drc_count=90
export IMPL_route_detailed_drc=0
export IMPL_power_sequential_fraction=0.208
export IMPL_status="finished clean"
export IMPL_yosys_warnings=1
export IMPL_antenna_found_initial=0
export IMPL_count_of_unclocked_register_or_latch_pins=128
export IMPL_worst_hold_path_type="input port to output pin"
export IMPL_floorplan_die_area_um2=12200
export IMPL_buffering_stage_count_on_the_worst_path_with_inverters_included=3
export IMPL_hold_startpoint="instruction[0]"
export IMPL_wire_per_inst_um=20.8
export IMPL_synth_cell_type_count=32
export IMPL_cp_arrival_ns=2.10
export IMPL_grt_pass1_wl_um=20400
export IMPL_groute_layer_met1_usage=0.343
export IMPL_synth_to_final_area_change_pct=23.7
export IMPL_yosysCellCount=461
export IMPL_path_cells="buf_8 -> buf_12 -> mux4_2 -> mux2i_4 -> mux2i_1 -> clkdlybuf4s50_1"
export IMPL_vias_per_cell=5.66
export IMPL_synth_yosys_chip_area_um2=5880
export IMPL_final_core_utilization=0.637
export IMPL_overflow=0
export IMPL_gr_usage_met2=0.398
export IMPL_startpoint_type="input port"
export IMPL_ant_nets=0
export IMPL_synth_seq_area_share=0.436
export IMPL_max_slew_margin_rel=0.448
export IMPL_die_h_um=110
export IMPL_detailed_place_hpwl_um=8940
export IMPL_power_frac_clock=0
export IMPL_core_util_floorplan=0.515
export IMPL_routed_via_count=3674
export IMPL_postSynthCellCount=461
export IMPL_synthesis_area_um2=5880
export IMPL_cp_data_required_time_ns=2.16
export IMPL_p_int_mw=0.648
export IMPL_num_antenna_cells=0
export IMPL_comb_power_share=0.792
export IMPL_critical_path_top_delay_family="multiplexers"
export IMPL_p_per_area_nw_per_um2=136
export IMPL_critPathMaxFanout=7
export IMPL_final_cells=649
export IMPL_p_total_mw=0.991
export IMPL_drv_max_cap_violation_count=0
export IMPL_postSynthRegisterBits=128
export IMPL_routabilityCongestion=0.819
export IMPL_power_switching_fraction=0.346
export IMPL_net_switching_power_mw=0.343
export IMPL_final_layout_size_suffix_gt1_frac=0.271
export IMPL_untimed_endpoints=128
export IMPL_dr_pass1_iters=4
export IMPL_min_to="immediate[0]"
export IMPL_finalSetupTns_ns=0
export IMPL_finalSetupViolations=0
export IMPL_rsz0062_at_grt="false"
export IMPL_cp_slowest_stage_delay_ns=0.53
export IMPL_stage_log_warnings=33
export IMPL_placement_rows=39
export IMPL_period_needed_ns=2.64
power groups by stage:
stage / registers (mW) / logic, mW / clock network [mW]
4_1_cts: 0.206 / 0.755 / 0
5_1_grt: 0.213 / 0.843 / 0
6_report: 0.206 / 0.785 / 0
cell type report:
class                      instances  area, um^2
timing repair buffer             154        1750
multi-input combinational        222        2770
sequential                       128        2560
tap                              143         179
fill                             869        4150
inverter                           2        7.51
through the flow:
step                      worst slack (ns)  cell area (um^2)  hold WS (ns)
after global placement              -0.271              6900          1.08
after detailed placement            -0.287              6900          1.08
after CTS                           0.0130              7050          1.08
after global routing               0.00260              7270          1.08
final                               0.0644              7270          1.08
after floorplan                      0.235              5880          1.22
synth_stat cells:
cell / n / share of area
a21boi_0: 1 / 0.0013
a21boi_1: 1 / 0.0013
a21o_1: 2 / 0.0026
a21oi_1: 16 / 0.014
a311o_1: 2 / 0.0034
a31oi_1: 3 / 0.0032
a41o_1: 3 / 0.0051
and2_1: 1 / 0.0011
and4bb_4: 2 / 0.0055
buf_1: 5 / 0.0032
buf_2: 9 / 0.0077
buf_4: 67 / 0.086
buf_6: 1 / 0.0019
clkbuf_1: 27 / 0.017
conb_1: 1 / 0.00064
dfxtp_1: 128 / 0.44
inv_1: 1 / 0.00064
inv_2: 1 / 0.00064
mux2i_1: 67 / 0.11
mux4_2: 64 / 0.25
nand2_1: 39 / 0.025
nand2b_1: 2 / 0.0021
nand3b_1: 1 / 0.0013
nand4b_1: 1 / 0.0015
nand4bb_1: 1 / 0.0019
nor2_1: 1 / 0.00064
o21a_1: 2 / 0.0026
o21ai_0: 2 / 0.0017
o21ai_1: 1 / 0.00085
o311ai_1: 1 / 0.0015
o31ai_1: 4 / 0.0051
o41ai_1: 4 / 0.0060
what timing repair did:
action | CTS | global route
resized | 19 | 19
gates cloned | 3 | 6
setup endpoints to repair | 32 | 34
hold buffers | 0 | 0
buffers inserted | 1 | 0
routing by layer:
| layer | share of wire | up-vias |
|---|---|---|
| met4 | 0.0036 | 0 |
| met2 | 0.52 | 132 |
| li1 | - | 1724 |
| met5 | 0 | - |
| met3 | 0.067 | 4 |
| met1 | 0.41 | 1814 |
cells in the final DEF (no fill, tap or decap), types with 3 or more instances in the layout:
master | synthesis | final
a21oi_1 | 16 | 16
buf_12 | 0 | 11
dfxtp_1 | 128 | 128
buf_4 | 67 | 20
o31ai_2 | 0 | 4
mux4_2 | 64 | 64
mux2i_2 | 0 | 11
clkdlybuf4s50_1 | 0 | 105
mux2i_1 | 67 | 53
dlymetal6s2s_1 | 0 | 3
clkbuf_16 | 0 | 6
o41ai_2 | 0 | 4
buf_16 | 0 | 3
nand2_1 | 39 | 39
mux2i_4 | 0 | 3
worst max-delay path by stage:
stage | start | to | cells past startpoint
after CTS | instruction[6] | read1data[12] | 6
after global routing | instruction[15] | jumpAddr[8] | 6
final | instruction[5] | read1data[2] | 6
cell families (layout without fill, tap and decap cells):
logic type	count (synthesis)	count (layout)	share of synthesized area
mux	131	131	0.359
simple gates	48	48	0.0390
flops	128	128	0.436
buf+inv	111	156	0.117
compound gates	42	42	0.0481
other cells	1	1	0.000638
Power and IR drop assume default switching activity.
